===== config.mk =====
export PLATFORM = sky130hd
export DESIGN_NAME = serial_tx_box
export DESIGN_NICKNAME = serial_tx_box
export VERILOG_FILES = /design/flow/design.v
export SDC_FILE = /design/flow/constraint.sdc
export NUM_CORES = 4
export LEC_CHECK = 1
export CORE_UTILIZATION = 50

===== constraint.sdc =====
current_design serial_tx_box

set clk_period 15.1
set clk_io_pct 0.2

create_clock -name clk0 -period $clk_period [get_ports {CLK}]

set non_clock_inputs [all_inputs -no_clocks]
set_input_delay [expr $clk_period * $clk_io_pct] -clock clk0 $non_clock_inputs
set_output_delay [expr $clk_period * $clk_io_pct] -clock clk0 [all_outputs]

===== design.v =====
module serial_tx_box 
(                             
input  wire	      	CLK,		
input  wire       	RST,		
input  wire       	I_STB,       
input  wire [7:0] 	I_DATA,	
output wire       	I_ACK,
output wire       	O_TxD,		
input  wire [15:0] 	CFG_CLK_DIV
);                            
wire       f0_stb;
wire       f0_ack;
reg  [7:0] f0_data [31:0];
reg  [5:0] f0_sel;
wire       f0_full;
wire       f0_rdy;
wire       f1_stb;	
wire       f1_clr;	
reg  [7:0] f1_data;
reg        f1_rdy;
wire       f1_ack;
reg  [15:0] sc_cntl;
reg  [2:0] sc_cnth;
wire       sc_tic;
wire       sc_lde;
integer    tx_state;
reg        tx_bit;
wire       tx_ack;
reg  [8:0] tx_reg;
assign                             f0_stb = f0_ack; 
always@(posedge CLK)
 if(f0_stb)
	begin
		f0_data[5'h00] <= I_DATA;
		f0_data[5'h01] <= f0_data[5'h00];
		f0_data[5'h02] <= f0_data[5'h01];
		f0_data[5'h03] <= f0_data[5'h02];
		f0_data[5'h04] <= f0_data[5'h03];
		f0_data[5'h05] <= f0_data[5'h04];
		f0_data[5'h06] <= f0_data[5'h05];
		f0_data[5'h07] <= f0_data[5'h06];
		f0_data[5'h08] <= f0_data[5'h07];
		f0_data[5'h09] <= f0_data[5'h08];
		f0_data[5'h0A] <= f0_data[5'h09];
		f0_data[5'h0B] <= f0_data[5'h0A];
		f0_data[5'h0C] <= f0_data[5'h0B];
		f0_data[5'h0D] <= f0_data[5'h0C];
		f0_data[5'h0E] <= f0_data[5'h0D];
		f0_data[5'h0F] <= f0_data[5'h0E];
		f0_data[5'h10] <= f0_data[5'h0F];
		f0_data[5'h11] <= f0_data[5'h10];
		f0_data[5'h12] <= f0_data[5'h11];
		f0_data[5'h13] <= f0_data[5'h12];
		f0_data[5'h14] <= f0_data[5'h13];
		f0_data[5'h15] <= f0_data[5'h14];
		f0_data[5'h16] <= f0_data[5'h15];
		f0_data[5'h17] <= f0_data[5'h16];
		f0_data[5'h18] <= f0_data[5'h17];
		f0_data[5'h19] <= f0_data[5'h18];
		f0_data[5'h1A] <= f0_data[5'h19];
		f0_data[5'h1B] <= f0_data[5'h1A];
		f0_data[5'h1C] <= f0_data[5'h1B];
		f0_data[5'h1D] <= f0_data[5'h1C];
		f0_data[5'h1E] <= f0_data[5'h1D];
		f0_data[5'h1F] <= f0_data[5'h1E];
	end
always@(posedge CLK or posedge RST) 
 if(RST)                         f0_sel       <=         - 1;
 else if(~f0_ack &&  f1_stb)     f0_sel       <=  f0_sel - 1;
 else if( f0_ack && ~f1_stb)     f0_sel       <=  f0_sel + 1;
assign                           f0_rdy        = ~f0_sel[5];
assign                           f0_full       =  f0_sel==6'b0_11111;
assign                           f0_ack        = ~f0_full && I_STB;
assign                           I_ACK         =  f0_ack;
assign                           f1_stb        = (f1_ack || ~f1_rdy) && f0_rdy;
assign                           f1_clr        =  f1_ack;
always@(posedge CLK or posedge RST)			   
 if(RST)                         f1_data      <= 0;
 else if(f1_stb)                 f1_data      <= f0_data[f0_sel[4:0]];
always@(posedge CLK or posedge RST)			   
 if(RST)                         f1_rdy       <= 0;
 else if(f1_stb)                 f1_rdy       <= f0_rdy;
 else if(f1_clr)                 f1_rdy       <= 0;
assign                           f1_ack        = tx_ack & f1_rdy;
assign                           sc_tic   = (sc_cntl==CFG_CLK_DIV);
always@(posedge CLK or posedge RST)
 if(RST)                         sc_cntl <= 1; 
 else if(tx_state==0)            sc_cntl <= 1;
 else if(tx_state==13)           sc_cntl <= 1;
 else                            sc_cntl <= (sc_tic) ? 1 : sc_cntl + 1;
always@(posedge CLK or posedge RST)
 if(RST)                         sc_cnth <= 0; 
 else if(tx_state==0)            sc_cnth <= 0;
 else if(tx_state==13)           sc_cnth <= 0;
 else if(sc_tic)                 sc_cnth <= sc_cnth+1;
assign                           sc_lde  = sc_tic && (sc_cnth==3'h0);
always@(posedge CLK or posedge RST)
 if(RST)                         tx_state <= 0;
 else case(tx_state)
  0:   	 if( f1_rdy)            tx_state <= 1; 
  1:      if( sc_lde)            tx_state <= 2;   
  2:      if( sc_lde)            tx_state <= 3;   
  3:      if( sc_lde)            tx_state <= 4;   
  4:      if( sc_lde)            tx_state <= 5;   
  5:      if( sc_lde)            tx_state <= 6;   
  6:      if( sc_lde)            tx_state <= 7;   
  7:      if( sc_lde)            tx_state <= 8;   
  8:      if( sc_lde)            tx_state <= 9;   
  9:      if( sc_lde)            tx_state <= 10;  
 10:      if( sc_lde)            tx_state <= 11;  
 11:      if( sc_lde)            tx_state <= 12;  
 12:      if( sc_lde)            tx_state <= 13;  
 13:      if( f1_rdy)            tx_state <= 1;
     else                        tx_state <= 0;
 endcase
assign                           tx_ack    = (tx_state==1) && sc_lde && f1_rdy;
always@(posedge CLK or posedge RST)
 if(RST)                         tx_reg   <= 9'h1FF;
 else if(tx_state==1  && sc_lde) tx_reg   <= {f1_data,1'b0};
 else if(tx_state==2  && sc_lde) tx_reg   <= {1'b1,tx_reg[8:1]};
 else if(tx_state==3  && sc_lde) tx_reg   <= {1'b1,tx_reg[8:1]};
 else if(tx_state==4  && sc_lde) tx_reg   <= {1'b1,tx_reg[8:1]};
 else if(tx_state==5  && sc_lde) tx_reg   <= {1'b1,tx_reg[8:1]};
 else if(tx_state==6  && sc_lde) tx_reg   <= {1'b1,tx_reg[8:1]};
 else if(tx_state==7  && sc_lde) tx_reg   <= {1'b1,tx_reg[8:1]};
 else if(tx_state==8  && sc_lde) tx_reg   <= {1'b1,tx_reg[8:1]};
 else if(tx_state==9  && sc_lde) tx_reg   <= {1'b1,tx_reg[8:1]};
 else if(tx_state==10 && sc_lde) tx_reg   <= 9'h1FF;
always@(posedge CLK or posedge RST)
 if(RST)                         tx_bit  <= 1'b1; 
 else                            tx_bit  <= tx_reg[0];
assign                           O_TxD    = tx_bit;
endmodule

===== run.sh =====
#!/bin/bash
# OpenROAD 26Q1-2900-gdf79404cd8, Yosys 0.63+post, stock flow scripts
make -C /OpenROAD-flow-scripts/flow DESIGN_CONFIG=/design/flow/config.mk WORK_HOME=/design/flow/orfs finish

==> changes_impl.md <==
### Implementation results

- Vias in the first global route: around 8,500
- Global Route Usage Sum: a little over a quarter
- GP Congestion: ~0.9
- Clock sink total: approximately 310
- Clk slew on worst S/H paths: 60 ps
- Fin Hold WS: 373 ps
- WL met3: roughly 3.9 mm
- Mapped Area: around 0.013 mm2
- Final WL: ~32 mm
- Ys cells: 888
- Via Count: between 8,000 and 9,000
- Logic area: ~0.0035 mm2
- Hold Vio Cnt, Final: 0
- YS chip area: between 0.01 and 0.015 mm2
- Worst relative slew slack: 40.1%
- Chip Height: ~160 um
- FP Rows: 58
- Met1 WL: between 10 and 15 mm
- Routed length per instance: 24.9 um
- Critical path peak fanout: around 90
- Final setup viols: 0
- GR Overflow Total: 0
- Top cell area share: between 50% and 60%
- Post-CTS setup buffers: 0
- Tool warnings: 26
- Final cycle utilization of the critical path: 52.4%
- Status: completed
- Initial antenna violation count: 0
- Crit path DAT: just under 5000 ps
- Max Fclk: approximately 0.13 GHz
- PortBufs: 28
- Unrepaired setup endpoints after global routing: false
- Filler instances: ~1,900
- N_diodes: 0
- Die Width: roughly 160 um
- Post-synth top area cell: edfxtp_1
- Post-DRT Antenna Nets: 0
- Cell Type Count: 69
- DR DRC count: 0
- Worst vdd ir: roughly 0.11 mV
- Placed Instances: 1,219
- Pin count of the biggest net entering global routing: 91
- Post-DP HPWL: between 15 and 20 mm
- Crit path from: I_STB
- Ys flops: 314
- Sequential Area: approximately 0.0092 mm2
- # hold bufs at CTS: 0
- Via/cell ratio: 6.35
- Synth Instances: 888
- Max reg flops: about 260
- IO Count: 29
- Worst R2R Setup Slack: around 11,000 ps
- Clock Latency Late Sink: 520 ps
- Commonest cells in the netlist: edfxtp_1, nand3_1, nand2_1, nor2_1, dfrtp_1
- Core area: 0.0253 mm2
- Hold Path Class: register to register
- Hold EP: tx_bit$_DFF_PP1_
- CTS root buffer: clkbuf_16
- Layout cells sized above 1: roughly an eighth
- Post-synth seq share: between 70 and 80%
- Yosys top cell by instances: edfxtp_1
- Chip area: ~0.027 mm2
- Reg2Reg Depth: 11
- Top Layer Used: met5
- Initial DRC count: around 630
- Critical R2R Launch: f0_sel[3]$_DFFE_PP1P_
- RR Endpoint: f0_sel[5]$_DFFE_PP1P_
- Synth async-reset ratio: 18.5%
- CTS-repair resized insts: 0
- P per Cell Area: about 170 mW/mm2
- Post-synth EDFFs: 256
- Final Slew Violations: 0
- WP data required: ~12,000 ps
- Yosys warnings: 2
- Main flop type: edfxtp_1
- H-tree Lvls: 2
- Fp util: slightly above 50%
- Area grow syn2layout: 12.5%
- Endpoint class of the critical path: primary output
- First-pass DRT Iterations: 5
- Max cap viols: 0
- WHS Path Cells: 0
- Period minus WS final: 7920 ps
- Clock Skew: 21.9 ps
- Clock Tree Buf Depth: 3
- Syn avg cell area: around 15 um2
- Routed wl met2: ~14 mm
- Actual slew at the worst max-slew pin: 892 ps
- Setup Total Neg Slack: 0 ps
- Beginning of the worst hold path: tx_reg[0]$_DFFE_PP1P_
- Final non-filler cell total: 1,279
- Leak: about 5.2 nW
- CTS Buf Count: 35
- TritonCTS clock tree: done
- Top area cell types: edfxtp_1, dfrtp_1, dfstp_2
- Crit path launch type: input pin
- Path type of the worst setup path: input pin to primary output
- First-pass GRT wire length: between 40 and 50 mm
worst max-delay path by stage:
stage	to	depth (start not counted)
5_1_grt	I_ACK	4
4_1_cts	I_ACK	4
6_report	I_ACK	4
per-stage QoR:
step | instance area [um2] | worst slack, ps | power, mW | utilization (%)
5_1_grt | 14600 | 7090 | 2.55 | 57.8
4_1_cts | 14600 | 7170 | 2.46 | 57.8
3_5_place_dp | 13600 | 7170 | 1.68 | 53.7
2_1_floorplan | 13000 | 4010 | 1.45 | -
6_report | 14600 | 7180 | 2.46 | 57.8
3_3_place_gp | 13600 | 7180 | 1.68 | 53.7
metal layers:
| layer | track usage [%] | vias to the layer above |
|---|---|---|
| met5 | 1.70 | - |
| met4 | 8.71 | 2 |
| met3 | 13.7 | 83 |
| met2 | 36.2 | 461 |
| met1 | 43.2 | 3996 |
| li1 | - | 3583 |
cell usage in the layout (no fill, tap or decap), types with 12 or more instances in the layout:
| cell type | count |
|---|---|
| edfxtp_1 | 256 |
| nand3_1 | 58 |
| nand2_1 | 42 |
| nor2_1 | 41 |
| dfrtp_1 | 40 |
| clkbuf_16 | 35 |
| clkdlybuf4s50_1 | 28 |
| and3_1 | 27 |
| xnor2_1 | 25 |
| buf_4 | 25 |
| a32oi_1 | 23 |
| nand4_1 | 21 |
| o21ai_0 | 20 |
| nand3b_1 | 19 |
| dfstp_2 | 18 |
| mux2_2 | 15 |
| nor3_1 | 14 |
| inv_1 | 13 |
| a31oi_1 | 12 |
| mux2i_1 | 12 |
| a22oi_1 | 12 |
| xor2_1 | 12 |
cell families (layout without fill, tap and decap cells):
kind of cell / Yosys count / count (layout) / synth area share [%]
multiplexers: 27 / 27 / 2.22
adder cells (fa/ha/maj): 9 / 9 / 0.924
AND-OR/OR-AND: 156 / 156 / 9.33
XOR/XNOR: 37 / 37 / 2.49
buffers and inverters: 67 / 128 / 2.81
flip-flops: 314 / 314 / 70.5
AND/OR/NAND/NOR: 278 / 278 / 11.8
worst max-delay path, cell delays in order:
cell,delay [ps]
clkdlybuf4s50_1,460
o21ai_0,240
inv_8,520
clkdlybuf4s50_1,580
area by class of cell:
| type | instances | share of cell area, % |
|---|---|---|
| Clock buffer | 45 | 6.38 |
| Tap cell | 330 | 2.82 |
| Sequential cell | 314 | 62.6 |
| Clock inverter | 15 | 0.701 |
| Inverter | 15 | 0.436 |
| Multi-Input combinational cell | 507 | 23.8 |
| Timing Repair Buffer | 53 | 3.20 |
power breakdown:
group | switching (mW) | internal [mW] | total [mW]
clock network | 0.324 | 0.452 | 0.776
logic | 0.437 | 0.180 | 0.617
registers | 0.0461 | 1.02 | 1.07
total | 0.807 | 1.65 | 2.46
Power figures rest on the tool's default switching activity, not on a simulated workload.
