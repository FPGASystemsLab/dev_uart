## /design/flow/run.sh

```bash
#!/bin/bash
# OpenROAD 26Q1-2900-gdf79404cd8, Yosys 0.63+post, stock flow scripts
make -C /OpenROAD-flow-scripts/flow DESIGN_CONFIG=/design/flow/config.mk WORK_HOME=/design/flow/orfs finish
```

## /design/flow/config.mk

```make
export PLATFORM = sky130hd
export DESIGN_NAME = serial_rx_box
export DESIGN_NICKNAME = serial_rx_box
export VERILOG_FILES = /design/flow/design.v
export SDC_FILE = /design/flow/constraint.sdc
export NUM_CORES = 4
export LEC_CHECK = 1
export CORE_UTILIZATION = 50
```

## /design/flow/constraint.sdc

```tcl
current_design serial_rx_box

set clk_period 16.3
set clk_io_pct 0.2

create_clock -name clk0 -period $clk_period [get_ports {CLK}]

set non_clock_inputs [all_inputs -no_clocks]
set_input_delay [expr $clk_period * $clk_io_pct] -clock clk0 $non_clock_inputs
set_output_delay [expr $clk_period * $clk_io_pct] -clock clk0 [all_outputs]
```

## /design/flow/design.v

```verilog
module serial_rx_box 
(                             
input  wire	      	CLK,		
input  wire       	RST,		
input  wire       	I_RxD,		
output wire       	O_STB,       
output wire [7:0] 	O_DATA,	
input  wire       	O_ACK,
input  wire [15:0] CFG_CLK_DIV
);                            
reg  [15:0] sc_cntl;
reg  [2:0] sc_cnth;
wire       sc_tic;
wire       sc_lde;
wire       f0_stb;
reg  [7:0] f0_data [31:0];
reg  [5:0] f0_sel;
wire       f0_rdy;
wire       f1_stb;	
wire       f1_clr;	
reg  [7:0] f1_data;
reg        f1_rdy;
wire       f1_ack;
integer    rx_state;
reg  [3:0] rx_filter;
wire       rx_bit;
reg  [7:0] rx_reg;
assign                         sc_tic   = (sc_cntl==CFG_CLK_DIV);
always@(posedge CLK or posedge RST)
 if(RST)                       sc_cntl <= 1; 
 else if(rx_state==0)          sc_cntl <= 1;
 else                          sc_cntl <= (sc_tic) ? 1 : sc_cntl + 1;
always@(posedge CLK or posedge RST)
 if(RST)                       sc_cnth <= 0; 
 else if(rx_state==0)          sc_cnth <= 0;
 else if(sc_tic)               sc_cnth <= sc_cnth+1;
assign                         sc_lde  = sc_tic && (sc_cnth==3'h4);
always@(posedge CLK or posedge RST)
 if(RST)                     rx_filter <= 4'hF;
 else                        rx_filter <= {rx_filter[2:0],I_RxD};
assign                       rx_bit     = rx_filter[3];
always@(posedge CLK or posedge RST)
 if(RST)                     rx_state <= 0;
 else case(rx_state)
  0:   	 if(!rx_bit)        rx_state <= 1; 
  1:      if( sc_lde)        rx_state <= 2;   
  2:      if( sc_lde)        rx_state <= 3;   
  3:      if( sc_lde)        rx_state <= 4;   
  4:      if( sc_lde)        rx_state <= 5;   
  5:      if( sc_lde)        rx_state <= 6;   
  6:      if( sc_lde)        rx_state <= 7;   
  7:      if( sc_lde)        rx_state <= 8;   
  8:      if( sc_lde)        rx_state <= 9;   
  9:      if( sc_lde)        rx_state <= 10;  
 10:      if( sc_lde)        rx_state <= 11;  
 11:                         rx_state <= 0;
 endcase
always@(posedge CLK or posedge RST)
 if(RST)                        rx_reg   <= 0;
 else if(rx_state==2 && sc_lde) rx_reg   <= {rx_bit,rx_reg[7:1]};
 else if(rx_state==3 && sc_lde) rx_reg   <= {rx_bit,rx_reg[7:1]};
 else if(rx_state==4 && sc_lde) rx_reg   <= {rx_bit,rx_reg[7:1]};
 else if(rx_state==5 && sc_lde) rx_reg   <= {rx_bit,rx_reg[7:1]};
 else if(rx_state==6 && sc_lde) rx_reg   <= {rx_bit,rx_reg[7:1]};
 else if(rx_state==7 && sc_lde) rx_reg   <= {rx_bit,rx_reg[7:1]};
 else if(rx_state==8 && sc_lde) rx_reg   <= {rx_bit,rx_reg[7:1]};
 else if(rx_state==9 && sc_lde) rx_reg   <= {rx_bit,rx_reg[7:1]};
assign                          f0_stb    = (rx_state==11);
always@(posedge CLK)
 if(f0_stb)
	begin
		f0_data[5'h00] <= rx_reg;
		f0_data[5'h01] <= f0_data[5'h00];
		f0_data[5'h02] <= f0_data[5'h01];
		f0_data[5'h03] <= f0_data[5'h02];
		f0_data[5'h04] <= f0_data[5'h03];
		f0_data[5'h05] <= f0_data[5'h04];
		f0_data[5'h06] <= f0_data[5'h05];
		f0_data[5'h07] <= f0_data[5'h06];
		f0_data[5'h08] <= f0_data[5'h07];
		f0_data[5'h09] <= f0_data[5'h08];
		f0_data[5'h0A] <= f0_data[5'h09];
		f0_data[5'h0B] <= f0_data[5'h0A];
		f0_data[5'h0C] <= f0_data[5'h0B];
		f0_data[5'h0D] <= f0_data[5'h0C];
		f0_data[5'h0E] <= f0_data[5'h0D];
		f0_data[5'h0F] <= f0_data[5'h0E];
		f0_data[5'h10] <= f0_data[5'h0F];
		f0_data[5'h11] <= f0_data[5'h10];
		f0_data[5'h12] <= f0_data[5'h11];
		f0_data[5'h13] <= f0_data[5'h12];
		f0_data[5'h14] <= f0_data[5'h13];
		f0_data[5'h15] <= f0_data[5'h14];
		f0_data[5'h16] <= f0_data[5'h15];
		f0_data[5'h17] <= f0_data[5'h16];
		f0_data[5'h18] <= f0_data[5'h17];
		f0_data[5'h19] <= f0_data[5'h18];
		f0_data[5'h1A] <= f0_data[5'h19];
		f0_data[5'h1B] <= f0_data[5'h1A];
		f0_data[5'h1C] <= f0_data[5'h1B];
		f0_data[5'h1D] <= f0_data[5'h1C];
		f0_data[5'h1E] <= f0_data[5'h1D];
		f0_data[5'h1F] <= f0_data[5'h1E];
	end
always@(posedge CLK or posedge RST) 
 if(RST)                            f0_sel       <=         - 1;
 else if(~f0_stb &&  f1_stb)        f0_sel       <=  f0_sel - 1;
 else if( f0_stb && ~f1_stb)        f0_sel       <=  f0_sel + 1;
assign                              f0_rdy        = ~f0_sel[5];
assign                              f1_stb        = (f1_ack || ~f1_rdy) && f0_rdy;
assign                              f1_clr        =  f1_ack;
always@(posedge CLK or posedge RST)			   
 if(RST)                            f1_data      <= 0;
 else if(f1_stb)                    f1_data      <= f0_data[f0_sel[4:0]];
 else if(f1_clr)                    f1_data      <= 0;
always@(posedge CLK or posedge RST)			   
 if(RST)                            f1_rdy       <= 0;
 else if(f1_stb)                    f1_rdy       <= f0_rdy;
 else if(f1_clr)                    f1_rdy       <= 0;
assign                              O_DATA        = f1_data;
assign                              O_STB         = f1_rdy;
assign                              f1_ack        = O_ACK & f1_rdy;
endmodule
```

==> flow.log <==
[flow] collecting metrics
[metrics] setup violators final: 0
[metrics] # placed instances: 1171
[metrics] hold buffer count at cts: 0
[metrics] cell row count: roughly 57
[metrics] number of pins with negative max-slew slack in the final report: 0
[metrics] initial core utilization: about half
[metrics] Hold Startpoint: rx_filter[0]
[metrics] static leakage: 4.05 nW
[metrics] startpoint type of the worst setup path: input port
[metrics] Chip Area: around 0.026 mm²
[metrics] horizontal die size: ~160 µm
[metrics] post-layout instance area: 0.0144 mm²
[metrics] crit path capture type: flop
[metrics] capturing point of the worst reg2reg path: f1_data[6]
[metrics] Sequential cell area: 0.00916 mm²
[metrics] remaining global-route overflow: 0
[metrics] part of the total power dissipated in combinational logic: 1.3%
[metrics] fmax: ~180 MHz
[metrics] adder-cell area share of the yosys netlist: 0.595%
[metrics] Post-Route Skew: 0.0198 ns
[metrics] H-Tree Depth: 2
[metrics] design internal power: 0.00132 W
[metrics] area fraction in and, or, nand and nor cells after synthesis: 9.06%
[metrics] DRC violations left: 0
[metrics] first-pass GRT wire length: 49600 µm
[metrics] Dominant combinational family: AND-OR/OR-AND gates
[metrics] first drt pass iteration count: 5
[metrics] Yosys Chip Area: 0.0126 mm²
[metrics] library cell with the largest summed area after synthesis: edfxtp_1
[metrics] flip-flop count of the largest register after layout: 256
[metrics] Worst Reg2Reg Path Length in Cells: 7
[metrics] number of clock buffers inserted by TritonCTS: 34
[metrics] Pwr per Cell Area: 114 mW/mm²
[metrics] clock period minus worst slack: about 5.6 ns
[metrics] syn avg cell area: 15.1 µm²
[metrics] utilization after layout: 58.6%
[metrics] largest register by flop count: f0_data
[metrics] cell count listed in synth_stat.txt: 837
[metrics] buffer count from post-CTS setup fixing: 0
[metrics] worst hold path class: flop to flop
[metrics] post-synthesis mux area share: 3.19%
[metrics] overall power of the completed layout: 0.00164 W
[metrics] root buffer cell: clkbuf_16
[metrics] post-detailed-route wirelength per cell: 26.4 µm
[metrics] Post-synth area hogs: edfxtp_1 (61%), dfrtp_1 (9.1%), a32oi_1 (2.9%)
[metrics] Top cell excl fill/tap: edfxtp_1
[metrics] Total Negative Setup Slacks: 0 ns
[metrics] GP Congestion: 0.936
[metrics] xor/xnor cell area share of the yosys netlist: between 2 and 3%
[metrics] antenna violations before repair: 0
[metrics] Critical Path Source: O_ACK
[metrics] switching power of the nets: roughly 0.00031 W
[metrics] standard cell core area: 0.0245 mm²
[metrics] flip-flop cell with the highest count after synthesis: edfxtp_1
[metrics] Area growth, synth to finish: 13.8%
[metrics] largest net degree at the start of global routing: about 65
[metrics] class of the most critical setup path: input port to flop
[metrics] Port Buf Inserts: 28
[metrics] Hold Vio Cnt, Final: 0
[metrics] slack of the worst reg-to-reg path: 13.09 ns
[metrics] sum of net half-perimeters after detailed placement: 20600 µm
[metrics] source of the worst register-to-register timing path: f0_sel[4]
[metrics] data required time of the worst path: 16.72 ns
[metrics] deepest clock path buffer count: 3
[metrics] post-synthesis instance area: 0.0126 mm²
[metrics] warning total across the stage logs: 27
[metrics] portion of the post-synthesis area used by sequential elements: 72.5%
[metrics] maximum capacitance violations: 0
[metrics] Flop pwr share: 53.1%
[metrics] vias in the first global route: between 8000 and 9000
[metrics] sum of routed wire length over all layers: 32500 µm
[metrics] data arrival time at the worst-slack endpoint: 6.03 ns
[metrics] Detailed Route Iter0 Violations: between 700 and 800
[metrics] transition at the pin with the smallest max-transition slack: 0.981 ns
[metrics] endpoint of the worst hold-timing path: rx_filter[1]
[metrics] worst-case headroom to the max-slew limit: 34.3%
[metrics] I/O pin cnt: 29
[metrics] fillers: between 1500 and 2000
[metrics] area fraction of the dominant cell type after synthesis: 60.9%
[metrics] worst-path fanout max: 12
[metrics] registers with the most flip-flops: f0_data: 256 flops, sc_cntl: 16 flops
[metrics] run status: finished, final reports clean
[metrics] portion of total power attributed to the clock network: 45.6%
[metrics] number of warning messages in the yosys log: 2
[metrics] distinct lib cells: around 59
[metrics] placed cell areas: around 0.013 mm²
[metrics] Post-CTS Resized: 0
[metrics] clock transition at the registers of the reported paths: approximately 0.060 ns
[metrics] number of standard cells after synthesis: 837
[metrics] unrepaired setup endpoints after global routing: false
[metrics] worst hold path depth: 0
[metrics] MI comb area: 0.00322 mm²
[metrics] clock sinks: 314
[metrics] net switching share of the total power: 19.1%
[metrics] clock tree from TritonCTS: yes
[metrics] final worst-path cycle share: about 34%
[metrics] Top Layout Cells: edfxtp_1 (256), nand2_1 (50), nor2_1 (48)
[metrics] global-route total usage across every layer: between 20% and 30%
[metrics] peak ir drop on the vdd network: just under 0.09 mV
[metrics] die extent in y: 161 µm
[metrics] fraction of layout cells with a size suffix above 1: 13.0%
[metrics] ys async rst share: 18.5%
[metrics] post-synthesis sequential element count: about 310
[metrics] Inserted Diodes: 0
[metrics] AND-OR/OR-AND Cells, Area Fraction: 9.96%
[metrics] EDFF count, synth: 256
[metrics] via/cell ratio: around 6.4
[metrics] antenna-violating nets left: 0
[metrics] clock network latency to the later pin of the worst-skew pair: 0.51 ns
[metrics] final cell count without fillers: 1232
[metrics] Via Count: 7875
through the flow:
stage,setup WS [ns],hold slack [ns]
2_1_floorplan,8.51,0.345
3_3_place_gp,10.46,0.353
3_5_place_dp,10.23,0.349
4_1_cts,10.71,0.361
5_1_grt,10.50,0.360
6_report,10.69,0.358
area by class of cell:
cell class	count	area share (%)
timing repair buffer	53	3.26
tap	324	2.82
clock buffer	50	6.85
multi-input combinational	471	22.4
clock inverter	11	0.679
inverter	9	0.235
sequential	314	63.7
Yosys cell counts, types with 2 or more instances:
cell type / instances
a2111oi_0: 3
a21o_1: 2
a21oi_1: 10
a221o_1: 3
a221oi_1: 3
a22o_1: 14
a22oi_1: 36
a311oi_1: 2
a31oi_1: 9
a32oi_1: 42
and2_0: 3
and2_1: 8
and3_1: 6
buf_1: 5
buf_2: 23
buf_6: 3
clkbuf_1: 12
dfrtp_1: 46
dfstp_2: 12
edfxtp_1: 256
ha_1: 6
inv_1: 9
mux2_2: 26
mux2i_1: 11
nand2_1: 50
nand2b_1: 6
nand3_1: 29
nand3b_1: 7
nand4_1: 18
nor2_1: 48
nor2b_1: 7
nor3_1: 15
nor3b_1: 5
nor4_1: 6
o211ai_1: 3
o21a_1: 2
o21ai_0: 26
o22ai_1: 2
o311ai_0: 2
or2_2: 2
or3_1: 3
or3b_2: 2
xnor2_1: 23
xor2_1: 16
how the worst max path moves through the flow:
| stage | endpoint | slack, ns |
|---|---|---|
| after CTS | f0_sel[4] | 10.71 |
| after global routing | f0_sel[4] | 10.50 |
| final | f0_sel[4] | 10.69 |
critical path, cell delays in order:
cell and delay, ns:
clkdlybuf4s50_1 0.44, nand2b_1 0.13, and2_1 0.49, ha_1 0.55, xor2_1 0.19, ha_1 0.19, inv_1 0.07, nor3b_1 0.20
o21ai_0 0.13, a21oi_1 0.21, xor2_1 0.16
power by group through the flow:
stage         registers [W]  clock network (W)   logic, W
finish             0.000868           0.000747  0.0000209
CTS                0.000868           0.000757  0.0000213
global route       0.000868           0.000788  0.0000234
metal layers:
layer	global-route usage [%]	wire (µm)
met1	43.4	12400
met2	38.0	14100
met3	17.2	4740
met4	8.36	1210
met5	0	0
cell families after synthesis:
kind of cell    after synthesis
simple gates                222
fa+ha+maj                     6
mux                          37
compound gates              167
xor+xnor                     39
buf+inv                      52
flops                       314
Power is estimated from default activity; no workload was simulated.
